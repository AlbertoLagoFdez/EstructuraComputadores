[./config.mk]
export PLATFORM = sky130hd
export DESIGN_NAME = sum4
export DESIGN_NICKNAME = sum4
export VERILOG_FILES = /design/flow/design.v
export SDC_FILE = /design/flow/constraint.sdc
export NUM_CORES = 4
export LEC_CHECK = 1
export CORE_AREA = 10 10 70 70
export DIE_AREA = 0 0 80 80
[./constraint.sdc]
current_design sum4

set clk_period 5.0
set clk_io_pct 0.2

create_clock -name clk0 -period $clk_period

set non_clock_inputs [all_inputs -no_clocks]
set_input_delay [expr $clk_period * $clk_io_pct] -clock clk0 $non_clock_inputs
set_output_delay [expr $clk_period * $clk_io_pct] -clock clk0 [all_outputs]
[./design.v]
module fa(output wire c_out, sum, input wire a, b, c_in);
  assign {c_out, sum} = a + b + c_in;
endmodule
module sum4(output wire[3:0] S, output wire c_out, input wire[3:0] A, input wire[3:0] B, input wire c_in);
  fa fa0(c_out0, S[0], A[0], B[0], c_in);
  fa fa1(c_out1, S[1], A[1], B[1], c_out0);
  fa fa2(c_out2, S[2], A[2], B[2], c_out1);
  fa fa3(c_out, S[3], A[3], B[3], c_out2);
endmodule
[./run.sh]
#!/bin/bash
# OpenROAD 26Q1-2900-gdf79404cd8, Yosys 0.63+post, stock flow scripts
make -C /OpenROAD-flow-scripts/flow DESIGN_CONFIG=/design/flow/config.mk WORK_HOME=/design/flow/orfs finish
==> impl_metrics.yaml <==
# physical design summary
status:
  status: "completed"
synthesis:
  ys_area_um2: 148
  yosysSeqAreaShare_pct: 0
  yosysUniqueCellTypes: 3
  syn_inst: 18
  syn_area_um2: 148
  ys_cells: 18
  yosys_warnings: 3
  syn_area_per_cell_um2: 8.20
placed_design:
  gp_congestion: 0.779
  place.port_buffers: 14
  dpl_cell_area_um2: 315
  dpl.hpwl_um: 403
  dp_slack_ns: 0.529
  numPlacedInstances: 74
worst_setup_path:
  critical_path_arrival_ns: 3.44
  critPathKind: "in2out"
  worstPathMaxFanout: 1
  end_kind: "primary output"
  critPathLaunchType: "input pin"
  timing.critical_path.from: "A[0]"
  cp.required_ns: 4.00
timing:
  period_minus_slack_ns: 4.44
  rsz0062_at_grt: "false"
  setup_viol: 0
  fin_crit_sh_pct: 88.7
  tightest_slew_ns: 0.105
  report.final.hold_viol_count: 0
  relSlewSlack_pct: 93.0
  totalNegativeSetupSlack_ns: 0
  setup_slack_ns: 0.563
  timing.fmax_mhz: 225
  drv_slew: 0
pwr:
  power_leakage_uw: 0.000137
  vdd_drop_max_uv: 25.8
  powerDensity_nw_per_um2: 88.3
route:
  antenna_cells: 0
  via_count: 120
  wl_per_cell_um: 5.41
  drt-total-wl_um: 400
  dr.pass1.iters: 2
  first_iter_violations: 1
  drc: 0
  antenna_left: 0
  vias_per_cell: 1.62
finish:
  stdcell_area_um2: 315
  flops: 0
  drive_gt1_share_pct: 0
  comb_area_um2: 80.1
  utilization_pct: 9.23
  clock_buffers: 0
  ff_latch_area_um2: 0
  nFillCells: 402
  area_growth_pct: 114
  stdcell_count: 74
floorplan:
  core_area_um2: 3420
  io_pins: 14
  chip_area_um2: 6400
  fp_util_pct: 4.32
  row_count: 21
  die.size.y_um: 80
  die_x_um: 80
global_route:
  globalRouteTotalUtil_pct: 1.28
  grt_max_degree: 2
  grt_antenna_before_repair: 0
  grt_pass1_wl_um: 641
  grt_pass1_vias: 148
  overflow: 0
job:
  drv_cap: 0
  warning_count: 32
worst_hold_path:
  whs_endpoint: "S[0]"
  min_from: "c_in"
  hp-class: "in2out"
  whs_path_depth: 5
clock_tree:
  post-cts-setup-buffer-count: 0
  holdBufCountCts: 0
  post_cts_resized: 0
==> layout by cell type, fill, tap and decap left out, drive strengths merged <==
cell type      synthesis  routed
inv                   10      10
fa                     4       4
clkdlybuf4s50          0      14
==> critical path: stages <==
cell,delay [ns]
clkdlybuf4s50_1,0.40
inv_1,0.08
fa_1,0.16
inv_1,0.05
fa_1,0.40
fa_1,0.37
inv_1,0.07
fa_1,0.40
inv_1,0.06
clkdlybuf4s50_1,0.46
==> how the worst max path moves through the flow <==
stage	endpoint	slack, ns	cells past startpoint
4_1_cts	S[3]	0.52	10
6_report	S[3]	0.56	10
5_1_grt	S[3]	0.39	10
==> per-stage QoR <==
stage	hold slack, ns	total power, uW
3_3_place_gp	3.04	28.9
2_1_floorplan	2.22	13.7
4_1_cts	3.05	29.1
3_5_place_dp	3.05	28.9
6_report	3.04	27.8
5_1_grt	3.07	32.3
==> power by group <==
part           switching (uW)  internal (uW)
sequential                  0              0
clock                       0              0
combinational            7.54           20.3
==> Yosys cell counts <==
cell type,instances,share of area [%]
inv_1,10,25
buf_4,4,20
fa_1,4,54
==> cells by family after synthesis <==
| kind of cell | Yosys count | synth area share [%] |
|---|---|---|
| buffers and inverters | 14 | 45.8 |
| adders and majority gates | 4 | 54.2 |
==> metal layers <==
metal | GRT usage [%] | wire length (um) | part of all wire [%] | up-vias
li1 | - | - | - | 60
met1 | 2.28 | 232 | 58 | 46
met2 | 1.12 | 71 | 18 | 14
met3 | 0.795 | 97 | 24 | 0
met4 | 0 | 0 | 0 | 0
met5 | 0 | 0 | 0 | -
==> final cells by class <==
cell class,instances,share of cell area [%]
Multi-Input combinational cell,4,25.4
Tap cell,46,18.3
Timing Repair Buffer,14,44.4
Inverter,10,11.9
Power and IR drop assume default switching activity.
