==> design.v <==
module sum4_v2(output wire[3:0] S, output wire c_out, input wire[3:0] A, input wire[3:0] B, input wire c_in);
  assign {c_out0, S[0]} = A[0] + B[0] + c_in;
  assign {c_out1, S[1]} = A[1] + B[1] + c_out0;
  assign {c_out2, S[2]} = A[2] + B[2] + c_out1;
  assign {c_out, S[3]} = A[3] + B[3] + c_out2;
endmodule
==> run.sh <==
#!/bin/bash
# OpenROAD 26Q1-2900-gdf79404cd8, Yosys 0.63+post, stock flow scripts
make -C /OpenROAD-flow-scripts/flow DESIGN_CONFIG=/design/flow/config.mk WORK_HOME=/design/flow/orfs finish
==> config.mk <==
export PLATFORM = sky130hd
export DESIGN_NAME = sum4_v2
export DESIGN_NICKNAME = sum4_v2
export VERILOG_FILES = /design/flow/design.v
export SDC_FILE = /design/flow/constraint.sdc
export NUM_CORES = 4
export LEC_CHECK = 1
export CORE_AREA = 10 10 70 70
export DIE_AREA = 0 0 80 80
==> constraint.sdc <==
current_design sum4_v2

set clk_period 3.0
set clk_io_pct 0.2

create_clock -name clk0 -period $clk_period

set non_clock_inputs [all_inputs -no_clocks]
set_input_delay [expr $clk_period * $clk_io_pct] -clock clk0 $non_clock_inputs
set_output_delay [expr $clk_period * $clk_io_pct] -clock clk0 [all_outputs]
==> results.cfg <==
; flow metrics
[run_status]
outcome = finished, final reports clean

[critical_path]
worst-path-buf-inv = 6
cp-end-kind = output pin
cp_max_fo = 1
cp_top_family = adder cells
path_class = in2out
max_stage_delay_ns = 0.40
path_cells = clkbuf_2 -> inv_2 -> fa_2 -> inv_2 -> fa_2 -> fa_2 -> inv_2 -> fa_1 -> inv_1 -> clkbuf_2
critPathLaunchType = input port
required_ns = 2.40
slowest_stage = fa_1
cp_data_arrival_time_ns = 2.28

[place]
dp.cells = 74
hpwl_um = 422.3
gp_congestion = 0.7709
io_buffers = 14
placed_area_um2 = 315.3

[drt]
vias_per_cell = 1.743
via_count = 129
route.final.wire_length_um = 437
drtIter0Drc = 0
diodes = 0
drcViolationCount = 0
route.detailed.wl_per_inst_um = 5.905
ant_nets = 0
drtPass1Iterations = 1

[power]
power_uw = 42.08
clkPwrFrac_pct = 0
intPower_uw = 27.86
p_switching_uw = 14.22
p_leak_uw = 0.0001513
ir_drop_uv = 33.95
seqPwrFrac_pct = 0
power.density_nw_per_um2 = 137.8
pwr-share-comb_pct = 100.0
swShare_pct = 33.79

[floorplan]
num_io_pins = 14
dieArea_um2 = 6400
row_count = 21
fp_util_pct = 3.443
die_h_um = 80
die_x_um = 80
coreArea_um2 = 3416

[job]
warning_count = 33
maxCapViolCount = 0

[layout]
seq_cells = 0
stdcell_count = 74
drive_gt1_share_pct = 42.86
fillers = 407
design_area_um2 = 305.3
nClkBuffers = 0
seqCellArea_um2 = 0
area_growth_pct = 159.6

[global_routing]
overflow = 0
antenna_found_initial = 0
gr-usage-all-layers_pct = 1.322
grt_max_degree = 2
grt_pass1_vias = 146
grt_pass1_wl_um = 669

[logic_synthesis]
synthAdderAreaFrac_pct = 68.09
yosysTopAreaCellShare_pct = 68.09
synth_cells = 14
top_logic_kind = adder cells
mux_share_pct = 0
yosys_area_um2 = 117.6
ys_seq_share_pct = 0
synth.cellmix.compoundShare_pct = 0
top_cells_by_area = fa_1, inv_1
yosys_cells = 14
yosys.area.top_type = fa_1
ys_sh_xor_pct = 0
ys_warn_count = 3
synth_cell_types = 2
syn_area_um2 = 117.6
simple_gate_area_share_pct = 0
postSynthAreaPerCell_um2 = 8.401

[sta]
setup_viol = 0
slew_viol_final = 0
maxSlewHeadroom_pct = 92.61
fin_crit_sh_pct = 95.88
fmax_mhz = 347.6
hold_viol = 0
hold_ws_ns = 1.939
rsz0062_at_grt = false
worst-slew-pin-transition_ns = 0.1107
period_minus_slack_ns = 2.876

[worst_hold_path]
min_path_type = in2out

[cts]
holdBufCountCts = 0
post_cts_buffers = 0
-- worst min-delay path: cells and delay by family --
kind / cells / cell delay, ns
buf+inv: 4 / 0.59
fa+ha+maj: 1 / 0.15
-- stage by stage --
step	utilization, %	setup WS, ns	setup TNS (ns)
finish	8.938	0.1235	0
global route	8.938	0.003525	0
CTS	9.231	-0.2133	-0.2133
detailed placement	9.231	-0.7080	-1.545
global placement	9.231	-0.6544	-1.423
floorplan	-	0.3228	0
-- placed cells by master (no fill, tap or decap) --
cell	count
clkbuf_2	4
dlymetal6s2s_1	2
fa_1	1
inv_1	5
dlygate4sd2_1	2
fa_2	3
clkdlybuf4s50_1	6
inv_2	5
-- Yosys cell counts --
library cell and number:
inv_1 10, fa_1 4
-- power groups by stage --
stage         combinational, µW  clock, µW  sequential [µW]
CTS                        46.2          0                0
global route               49.9          0                0
finish                     42.1          0                0
-- metal layers --
| layer | up-vias | part of all wire (%) | global-route usage [%] |
|---|---|---|---|
| met4 | 0 | 0 | 0 |
| met3 | 0 | 16 | 0.7955 |
| met2 | 13 | 33 | 1.926 |
| li1 | 60 | - | - |
| met1 | 56 | 51 | 1.737 |
| met5 | - | 0 | 0 |
-- final cells by class --
| class | instances | area (µm²) | share of cell area (%) |
|---|---|---|---|
| repair buffers | 14 | 122.6 | 40.16 |
| well taps | 46 | 57.56 | 18.85 |
| inverters | 10 | 37.54 | 12.30 |
| multi-input cells | 4 | 87.58 | 28.69 |
-- worst paths after layout --
check	from	to	depth (start not counted)
min	B[3]	S[3]	5
max	B[0]	S[3]	10
-- cells by family after synthesis --
family / after synthesis
fa+ha+maj: 4
buf+inv: 10
-- timing repair --
item | in CTS | in global routing
gates resized | 14 | 10
pin swaps | 3 | 4
endpoints found under the setup margin | 4 | 2
Power and IR drop assume default switching activity.
